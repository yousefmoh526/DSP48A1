<file path="flow/config.mk">
export PLATFORM = sky130hd
export DESIGN_NAME = DSP_48
export DESIGN_NICKNAME = DSP_48
export VERILOG_FILES = /design/flow/design.v
export SDC_FILE = /design/flow/constraint.sdc
export NUM_CORES = 4
export LEC_CHECK = 1
export CORE_UTILIZATION = 50
</file>
<file path="flow/constraint.sdc">
current_design DSP_48

set clk_period 13.2
set clk_io_pct 0.2

create_clock -name clk0 -period $clk_period [get_ports {CLK}]

set non_clock_inputs [all_inputs -no_clocks]
set_input_delay [expr $clk_period * $clk_io_pct] -clock clk0 $non_clock_inputs
set_output_delay [expr $clk_period * $clk_io_pct] -clock clk0 [all_outputs]
</file>
<file path="flow/design.v">
module DSP_48#(
    parameter A0REG = 0,           
    parameter A1REG = 1,           
    parameter B0REG = 0,           
    parameter B1REG = 1,           
    parameter CREG = 1,            
    parameter DREG = 1,            
    parameter MREG = 1,            
    parameter PREG = 1,            
    parameter CARRYINREG = 1,      
    parameter CARRYOUTREG = 1,     
    parameter OPMODEREG = 1,       
    parameter CARRYINSEL = "OPMODE5", 
    parameter B_INPUT = "DIRECT",
    parameter RSSTYPE ="SYNC"  
) (
    input  [17:0] A,        
    input  [17:0] B,        
    input  [47:0] C,       
    input  [17:0] D,        
    input         CARRYIN,  
    output [35:0] M,        
    output [47:0] P,        
    output        CARRYOUT, 
    output        CARRYOUTF,
    input         CLK,      
    input  [7:0]  OPMODE,   
    input         CEA,      
    input         CEB,      
    input         CEC,      
    input         CECARRYIN,
    input         CED,      
    input         CEM,      
    input         CEOPMODE, 
    input         CEP,      
    input         RSTA,    
    input         RSTB,     
    input         RSTC,     
    input         RSTCARRYIN, 
    input         RSTD,     
    input         RSTM,     
    input         RSTOPMODE,  
    input         RSTP,     
    input  [17:0] BCIN,     
    output [17:0] BCOUT,    
    input  [47:0] PCIN,     
    output [47:0] PCOUT     
);
    reg [17:0] A0_reg, A1_reg;
    reg [17:0] B0_reg, B1_reg;
    reg [47:0] C_reg;
    reg [17:0] D_reg;
    reg        CARRYIN_reg;
    reg        CARRYOUT_reg;
    reg [7:0]  OPMODE_reg;
    reg [35:0] M_reg;
    reg [47:0] P_reg;
    wire [17:0] A0_wire, A1_wire;
    wire [17:0] B0_wire, B1_wire,B2_wire;
    wire [47:0] C_wire;
    wire [17:0] D_wire;
    wire        CARRYIN_wire;
    wire [7:0]  OPMODE_wire;
    wire [17:0] B_mux_out;
    wire        CARRYIN_mux_out;
    wire [17:0] pre_adder_result;
    wire [35:0] mult_result;
    wire [35:0] M_wire;
    wire [47:0] X_mux_out;
    wire [47:0] Z_mux_out;
    wire [47:0] post_adder_result;
    wire [47:0] P_wire;
    wire        carryout_wire, cyo;
    wire [47:0] DAB_concat;
    assign B_mux_out = (B_INPUT=="DIRECT") ? B:BCIN;
    generate
    if(B0REG)
    always @(posedge CLK) begin
        if (RSTB)
            B0_reg <= 18'b0;
        else if (CEB)
            B0_reg <= B_mux_out;
    end
    else begin
    always @(posedge CLK or posedge RSTB) begin
        if (RSTB)
            B0_reg <= 18'b0;
        else if (CEB)
            B0_reg <= B_mux_out;
    end
    assign B0_wire = (B0REG == 1) ? B0_reg : B_mux_out;
    end
    endgenerate
    generate
    if(RSSTYPE =="SYNC")begin
    always @(posedge CLK) begin
        if (RSTB)
            D_reg <= 18'b0;
        else if (CED)
            D_reg <= D;
    end
    end
    else begin
    always @(posedge CLK or posedge RSTD) begin
        if (RSTD)
            D_reg <= 18'b0;
        else if (CED)
            D_reg <= D;
    end
    end
    endgenerate
    assign D_wire = (DREG == 1) ? D_reg : D;
    generate
    if(RSSTYPE =="SYNC")begin
    always @(posedge CLK) begin
        if (RSTC)
            C_reg <= 18'b0;
        else if (CEC)
            C_reg <= D;
    end
  end
    else begin
    always @(posedge CLK or posedge RSTC) begin
        if (RSTC)
            C_reg <= 18'b0;
        else if (CEC)
            C_reg <= C;
    end
    end
    endgenerate
    assign C_wire = (CREG == 1) ? C_reg : C;
    generate
    if(RSSTYPE =="SYNC")begin
    always @(posedge CLK) begin
        if (RSTA)
            A0_reg <= 18'b0;
        else if (CEA)
            A0_reg <= A;
    end
    end
    else begin
    always @(posedge CLK or posedge RSTA) begin
        if (RSTA)
            A0_reg <= 18'b0;
        else if (CEA)
            A0_reg <= A;
    end
    end
    endgenerate
    assign A0_wire = (A0REG == 1) ? A0_reg : A;
    generate
    if(RSSTYPE =="SYNC")begin
    always @(posedge CLK) begin
        if (RSTOPMODE)
            OPMODE_reg <= 18'b0;
        else if (CEOPMODE)
            OPMODE_reg <= OPMODE;
    end
    end
    else begin
    always @(posedge CLK or posedge RSTOPMODE) begin
        if (RSTOPMODE)
            OPMODE_reg <= 18'b0;
        else if (CEA)
            OPMODE_reg <= OPMODE;
    end
    end
    endgenerate
    assign OPMODE_wire = (OPMODEREG == 1) ? OPMODE_reg : OPMODE;
    assign DAB_concat = {D_wire[11:0], A0_wire, B0_wire};
    assign pre_adder_result = (OPMODE_wire[6] == 0) ? D_wire + B0_wire : D_wire - B0_wire; 
     assign B1_wire = (OPMODE[4] == 0) ? B0_wire : pre_adder_result;
    generate
    if(RSSTYPE =="SYNC")begin
    always @(posedge CLK) begin
        if (RSTB)
            B1_reg <= 18'b0;
        else if (CEB)
            B1_reg <= B1_wire;
    end
    end
    else begin
    always @(posedge CLK or posedge RSTB) begin
        if (RSTB)
            B1_reg <= 18'b0;
        else if (CEA)
            B1_reg <= B1_wire;
    end
    end
    endgenerate
assign B2_wire = (B1REG==1) ? B1_reg : B1_wire ;
    assign BCOUT = B2_wire;
    generate
    if(RSSTYPE =="SYNC")begin
    always @(posedge CLK) begin
        if (RSTA)
            A1_reg <= 18'b0;
        else if (CEA)
            A1_reg <= A0_wire;
    end
    end
    else begin
    always @(posedge CLK or posedge RSTA) begin
        if (RSTA)
            A1_reg <= 18'b0;
        else if (CEA)
            A1_reg <= A0_wire;
    end
    end
    endgenerate
    assign A1_wire = (A1REG == 1) ? A1_reg : A0_wire;
    assign mult_result = A1_wire * B2_wire;
    generate
        if(CARRYINSEL == "OPMODE5")
            assign CARRYIN_mux_out = OPMODE_wire[5];
        else
            assign CARRYIN_mux_out = CARRYIN;
    endgenerate
    generate
    if(RSSTYPE =="SYNC")begin
    always @(posedge CLK) begin
        if (RSTCARRYIN)
            CARRYIN_reg <= 18'b0;
        else if (CECARRYIN)
            CARRYIN_reg <= CARRYIN_mux_out;
    end
    end
    else begin
    always @(posedge CLK or posedge RSTCARRYIN) begin
        if (RSTCARRYIN)
            CARRYIN_reg <= 18'b0;
        else if (CECARRYIN)
            CARRYIN_reg <= CARRYIN_mux_out;
    end
    end
    endgenerate
    assign CARRYIN_wire = (CARRYINREG == 1) ? CARRYIN_reg : CARRYIN_mux_out;
    generate
    if(RSSTYPE =="SYNC")begin
    always @(posedge CLK) begin
        if (RSTM)
            M_reg <= 18'b0;
        else if (CEM)
            M_reg <= mult_result ;
    end
    end
    else begin
    always @(posedge CLK or posedge RSTM) begin
        if (RSTM)
            M_reg <= 18'b0;
        else if (CEM)
            M_reg <= mult_result;
    end
    end
    endgenerate
    assign M_wire = (MREG == 1) ? M_reg : mult_result;
    assign M = M_wire;
    assign X_mux_out = (OPMODE_wire[1:0] == 2'b00) ? 48'b0 :
                      (OPMODE_wire[1:0] == 2'b01) ? M_wire :
                      (OPMODE_wire[1:0] == 2'b10) ? P_wire :
                      (OPMODE_wire[1:0] == 2'b11) ? DAB_concat : 48'b0;
    assign Z_mux_out = (OPMODE_wire[3:2] == 2'b00) ? 48'b0 :
                      (OPMODE_wire[3:2] == 2'b01) ? PCIN :
                      (OPMODE_wire[3:2] == 2'b10) ? P_wire :
                      (OPMODE_wire[3:2] == 2'b11) ? C_wire : 48'b0;
    assign {cyo, post_adder_result} = (OPMODE_wire[7] == 0) ? 
                                     Z_mux_out + X_mux_out + {47'b0, CARRYIN_wire} : 
                                     Z_mux_out - X_mux_out - {47'b0, CARRYIN_wire};
    generate
    if(RSSTYPE =="SYNC")begin
    always @(posedge CLK) begin
        if (RSTP)
            P_reg <= 18'b0;
        else if (CEP)
            P_reg <= post_adder_result ;
    end
    end
    else begin
    always @(posedge CLK or posedge RSTP) begin
        if (RSTP)
            P_reg <= 18'b0;
        else if (CEP)
            P_reg <= post_adder_result;
    end
    end
    endgenerate
    assign P_wire = (PREG == 1) ? P_reg : post_adder_result;
    assign P = P_wire;
    assign PCOUT = P_wire;
    generate
    if(RSSTYPE =="SYNC")begin
    always @(posedge CLK) begin
        if (RSTCARRYIN)
            CARRYOUT_reg <= 18'b0;
        else if (CECARRYIN)
            CARRYOUT_reg <= cyo ;
    end
    end
    else begin
    always @(posedge CLK or posedge RSTM) begin
        if (RSTCARRYIN)
            CARRYOUT_reg <= 18'b0;
        else if (CECARRYIN)
            CARRYOUT_reg <= cyo;
    end
    end
    endgenerate
    assign CARRYOUT_wire = (CARRYOUTREG == 1) ? CARRYOUT_reg : cyo;
    assign CARRYOUT = CARRYOUT_wire;
    assign CARRYOUTF = CARRYOUT_wire;
endmodule
</file>
<file path="flow/run.sh">
#!/bin/bash
# OpenROAD 26Q1-2900-gdf79404cd8, Yosys 0.63+post, stock flow scripts
make -C /OpenROAD-flow-scripts/flow DESIGN_CONFIG=/design/flow/config.mk WORK_HOME=/design/flow/orfs finish
</file>
==> results.txt <==
impl run done, here's what came out: Fin Clk Skew ~0.018 ns, number of port buffers approximately 280, crit path max-delay cell type o41ai_1, Post-synth EDFFs 0, routing usage on met1 a little under half, Max FO, Critical Path 4, Finished Cell Area 29700 µm², vias in the first global route ~23000, yosys stat area 26100 µm², grt ovf 0, CP startpoint kind input port, Max clock buf depth 2, Pleak approximately 14 nW, Crit path arrival time ~8 ns, fp util between 50 and 60%, Core Util, Final between 50% and 60%, crit-path cells clkdlybuf4s50_1 -> mux2_2 -> a22o_1 -> ha_1 -> inv_1 -> ha_1 -> a21boi_0 -> nor4_1 -> nor3_1 -> o31ai_1 -> a21boi_0 -> o41ai_1 -> a21oi_1 -> a31oi_1 -> xnor2_1 -> nand2_1 -> a31oi_1, maximum clock rate around 140 MHz, Post-Syn Area ~26000 µm², FF+latch count, synth 165, net switching fraction of the power between 40% and 50%, max reg flops 48, first-pass GRT wire length ~130000 µm, Initial DRC Count ~1400, layout cell share with drive strength beyond 1 4.97%, asr flop ratio synth 0%, Die X-Extent roughly 230 µm, fin crit period approximately 7.4 ns, HP Class reg2reg, CTS Hold Bufs 0, Via density 5.59, placer congestion estimate 0.967, row cnt between 80 and 90, Hold Startpoint B1_reg[10]$_SDFFE_PP0P_, Peak supply drop ~0.10 mV, largest net degree at the start of global routing 63, Least-Margin Pin Slew 0.854 ns, Commonest flop dfxtp_1, setup tns final 0 ns, via count between 20000 and 25000, area of placed instances 29100 µm², cell count in the Yosys report ~3200, clock network fraction of design power a little over a fifth, CTS resizes 0, Worst R2R Path Depth 22, TritonCTS Buffers 17, Latency at later pin about 0.48 ns, Setup Fix Bufs, Post-CTS 0, drt pass-1 iters 5, synth warn 2, reg2reg start B1_reg[4]$_SDFFE_PP0P_, Die Size approximately 53000 µm², Pwr Density ~87 nW/µm², unrepaired setup endpoints after global routing false, CTS Sinks around 170, Root Buffer clkbuf_16, WHS Path Cells 2, final setup vio count 0, Pint ~0.0014 W, NetSw between 0.001 and 0.0015 W, Logic pwr share around 54%, Final ANT Viol Nets 0, relative slew slack a little over two fifths, Min-Delay Endpoint B1_reg[10]$_SDFFE_PP0P_, TritonCTS clock tree built, Total GRT Usage around a third, Required @ worst endpoint 13.61 ns, Cells after Synth ~3200, max-slew violations 0, cell total after placement 3989, Largest stage delay, worst path roughly 0.57 ns, Sequential Power Share around a quarter, num ports between 300 and 400, DRC Markers 0, post-DP HPWL 68600 µm, initial antenna violation count 3, H-tree depth 4, mean post-synth cell area 8.13 µm², Final Power ~0.0026 W, height of the chip approximately 230 µm, wire per inst roughly 21 µm, status completed, clk slew on worst S/H paths about 0.090 ns, GR Util met3 7.39%, Synth Seq Share about an eighth, RR Endpoint M_reg[31]$_SDFFE_PP0P_, Max-Cap Viols 0, Final Cycle Share 55.9%, non-filler instance count after layout between 4000 and 5000, endpoints failing hold 0, Yosys cell types ~74, grt met2 use between 50% and 60%, WL final 84600 µm, Area growth syn-to-layout 13.9%, R2R setup slack approximately 5.8 ns, total core area roughly 51000 µm², CP Class in2reg, Crit. End Element register, most crowded layer after global routing met2, OpenROAD warnings 140
cells in the mapped netlist (31+ instances only):
library cell	number	area, µm²
and2_1	146	913
dfxtp_1	165	3300
xnor2_1	107	937
nand2_1	283	1060
ha_1	267	3340
clkbuf_1	153	574
fa_1	261	5230
a21oi_1	168	841
a211oi_1	51	383
o21ai_0	96	480
a22oi_1	31	233
a21o_1	75	563
nor3_1	33	165
nor2b_1	32	200
nor2_1	271	1020
a22o_1	57	499
inv_1	457	1720
mux2_2	53	597
buf_4	49	368
xor2_1	35	307
mux2i_1	117	1170
layout by cell type, fill, tap and decap left out, drive strengths merged, types with 51 or more instances in the layout:
master and instances:
inv 467, nand2 283, clkdlybuf4s50 274, nor2 271
ha 267, fa 261, a21oi 168, dfxtp 165
and2 146, mux2i 117, xnor2 107, o21ai 97
a21o 75, a22o 57, buf 55, mux2 54
a211oi 51
metal layers:
| layer | share of wire [%] | routed length [µm] | vias to the layer above |
|---|---|---|---|
| li1 | - | - | 10800 |
| met1 | 41 | 34600 | 10800 |
| met2 | 48 | 40300 | 702 |
| met3 | 6.3 | 5330 | 153 |
| met4 | 5.2 | 4440 | 0 |
| met5 | 0 | 0 | - |
critical path, delay by kind of cell:
family	cells	cell delay, ns
and+or+nand+nor	3	0.64
AOI/OAI and AO/OA	8	2.70
buffers and inverters	2	0.63
adders and majority gates	2	0.64
muxes	1	0.34
xor gates and xnor gates	1	0.19
metrics by stage:
step                      setup slack [ns]  hold WS [ns]
after floorplan                       6.81         0.421
final                                 5.82         0.486
after CTS                             5.80         0.493
after global routing                  5.49         0.518
after global placement                5.29         0.466
after detailed placement              5.28         0.478
layout make-up:
| class | instances | area [µm²] |
|---|---|---|
| fill | 4560 | 21700 |
| multi-input combinational | 2356 | 20000 |
| sequential | 165 | 3310 |
| timing repair buffer | 329 | 3150 |
| inverter | 459 | 1720 |
| tap | 680 | 851 |
| clock buffer | 17 | 425 |
| clock inverter | 15 | 211 |
| antenna | 3 | 7.51 |
how the worst max path moves through the flow:
stage	startpoint	to	slack (ns)	depth (start not counted)
CTS	B[3]	P_reg[44]$_SDFFE_PP0P_	5.80	16
global route	B[3]	P_reg[44]$_SDFFE_PP0P_	5.49	16
finish	B[3]	P_reg[40]$_SDFFE_PP0P_	5.82	17
logic make-up after synthesis:
logic type                 count (synthesis)  share of synthesized area, %
adders and majority gates                528                          32.9
muxes                                    171                          6.84
and+or+nand+nor                          877                          15.6
AOI/OAI and AO/OA                        638                          16.7
buffers and inverters                    685                          10.6
xor gates and xnor gates                 142                          4.77
DFF                                      165                          12.7
power groups by stage:
stage     Combinational, W  Sequential (W)  Clock (W)
5_1_grt            0.00156        0.000633   0.000586
6_report           0.00141        0.000626   0.000553
4_1_cts            0.00141        0.000626   0.000566
Power and IR drop assume default switching activity.
